==> flow/run.sh <==
#!/bin/bash
# OpenROAD 26Q1-2900-gdf79404cd8, Yosys 0.63+post, stock flow scripts
make -C /OpenROAD-flow-scripts/flow DESIGN_CONFIG=/design/flow/config.mk WORK_HOME=/design/flow/orfs finish
==> flow/config.mk <==
export PLATFORM = sky130hd
export DESIGN_NAME = ALU
export DESIGN_NICKNAME = ALU
export VERILOG_FILES = /design/flow/design.v
export SDC_FILE = /design/flow/constraint.sdc
export NUM_CORES = 4
export LEC_CHECK = 1
export CORE_UTILIZATION = 50
==> flow/constraint.sdc <==
current_design ALU

set clk_period 11.9
set clk_io_pct 0.2

create_clock -name clk0 -period $clk_period

set non_clock_inputs [all_inputs -no_clocks]
set_input_delay [expr $clk_period * $clk_io_pct] -clock clk0 $non_clock_inputs
set_output_delay [expr $clk_period * $clk_io_pct] -clock clk0 [all_outputs]
==> flow/design.v <==
`default_nettype none
module ALU
#(
	parameter DataWidth = 16,
	parameter FlagBits = 4
)
(
	input wire [FlagBits-1:0] IFlags,
	input wire [DataWidth-1:0] A, B,
	input wire [3:0] FuncOp,
	output wire [DataWidth-1:0] Y,
	output wire [FlagBits-1:0] OFlags
);
localparam ZeroFlag = 0,
		CarryFlag	= 1,
		NegFlag 	= 2,
		OverFlag	= 3;
reg [DataWidth-1:0] ORes;
reg cF;
always @* begin
	ORes = {DataWidth{1'b0}};
	cF = 1'b0;
	case(FuncOp)
		4'b0010: begin
				{cF, ORes} = A + B + IFlags[CarryFlag];
			end
		4'b0011: begin					 
				{cF, ORes} = A + ((~B) + 1);
			end
		4'b0100: begin
				{cF, ORes} = {A << B, A[DataWidth-1]};
			end
		4'b0101: begin
				{cF, ORes} = {A[0], A << B};
			end
		default: begin
				ORes = {DataWidth{1'b0}};
			end
	endcase  
end
assign OFlags = {
	(
		((A[DataWidth-1] == 0) && (B[DataWidth-1] == 0) && (ORes[DataWidth-1] == 1) && (FuncOp != 4'b0011)) ||
		((A[DataWidth-1] == 1) && (B[DataWidth-1] == 1) && (ORes[DataWidth-1] == 0) && (FuncOp != 4'b0011)) ||
		((A[DataWidth-1] == 0) && (B[DataWidth-1] == 1) && (ORes[DataWidth-1] == 1) && (FuncOp == 4'b0011)) ||
		((A[DataWidth-1] == 1) && (B[DataWidth-1] == 0) && (ORes[DataWidth-1] == 0) && (FuncOp == 4'b0011))
	),							 
	ORes[DataWidth-1],			 
	cF,							 
	ORes == {DataWidth{1'b0}}	 
};
assign Y = ORes;
endmodule
==> job_summary.md <==
## PnR job results

| Metric | Value |
|---|---|
| WL final | `9.475 mm` |
| Peak VDD IR | `30.12 uV` |
| Flop pwr share | `0` |
| Synth area leaders | `ha_1 14%, mux2i_1 9.2%, nand2_1 4.6%` |
| Hold_sp | `A[15]` |
| First-pass GRT wire length | `15.06 mm` |
| Die W | `78.61 um` |
| Final Cycle Share | `0.8022` |
| Minimum hold slack | `6047 ps` |
| Chip area | `6179 um2` |
| Cell with the most instances after synthesis | `nand2_1` |
| CTS Hold Bufs | `0` |
| Routed via count divided by cell count | `6.320` |
| Post-CTS setup buffers | `0` |
| Synthesized instance count | `414` |
| Setup crit end kind | `output pin` |
| Post-synth area from yosys stat | `2934 um2` |
| RSZ-0062 raised after global routing | `false` |
| Crit Path Class | `in2out` |
| Post-DP Area | `3478 um2` |
| Initial DRC Count | `283` |
| Yosys adder share | `0.1612` |
| Tmin final | `9546 ps` |
| Post-synthesis simple-gate area fraction | `0.2704` |
| Finish-stage setup viols | `0` |
| Fraction of layout cells with a size suffix above 1 | `0.04889` |
| Largest family of logic cells by area | `AND-OR/OR-AND gates` |
| Fp util | `0.5264` |
| Int Power | `66.87 uW` |
| Initial antenna violation count | `0` |
| Yosys top cell by area | `ha_1` |
| First-pass DRT Iterations | `5` |
| Worst-Margin Slew | `690.9 ps` |
| Pins over their slew limit | `0` |
| Tool warning count | `53` |
| Relative slew slack | `0.5355` |
| Crit path DAT | `7170 ps` |
| Comb pwr share | `1.000` |
| CP max FO | `14` |
| Distinct lib cells | `70` |
| Xor/xnor share | `0.03284` |
| Area leader share | `0.1407` |
| # port buffers | `57` |
| Crit path max-delay cell type | `clkdlybuf4s50_1` |
| Share of total power in the clock network | `0` |
| Worst-path cell chain | `clkdlybuf4s50_1 -> inv_1 -> ha_1 -> nand2_1 -> o21ai_0 -> a22oi_1 -> xnor2_1 -> nor2_1 -> or4_4 -> or4_1 -> or4_1 -> nor4_2 -> clkdlybuf4s50_1` |
| Sw Pwr | `79.22 uW` |
| Max Cap Violations | `0` |
| Final hold vios | `0` |
| Power Total | `146.1 uW` |
| Antenna viol nets, final | `0` |
| IO Count | `60` |
| # resized after CTS | `0` |
| Flop count | `0` |
| Die height | `78.61 um` |
| Cell area after synthesis | `2934 um2` |
| YS warnings | `1` |
| Slowest stage delay, CP | `800 ps` |
| CORE AREA | `5574 um2` |
| Largest net degree at the start of global routing | `29` |
| Number of global-route vias before repair | `2,973` |
| Clkbuf count | `0` |
| Crit start category | `primary input` |
| Post-route setup TNS | `0 ps` |
| Finished Cell Area | `3478 um2` |
| CP Launch Point | `B[3]` |
| Vias after detailed routing | `3,299` |
| Site row count | `27` |
| PwrDens | `42.00 nW/um2` |
| Layout fillers | `557` |
| Avg WL per Cell | `18.15 um` |
| All-Layer GR Usage | `0.3161` |
| Antenna diodes | `0` |
| Buffers and inverters on the worst path | `3` |
| Mux share | `0.1471` |
| WP data required | `9520 ps` |
| Flop area | `0 um2` |
| Seq/Total Area, Yosys | `0` |
| Ys cells | `414` |
| Sw Ratio | `0.5423` |
| Drt drc | `0` |
| Layout area overhead | `18.55%` |
| Gpl congestion | `0.9813` |
| Congestion Overflow GR | `0` |
| Hold/Removal Path Class | `in2out` |
| Dpl hpwl | `7.598 mm` |
| Status | `complete, no violations` |
| Fmax achieved | `104.8 MHz` |
| P_leak | `0.001456 uW` |
| Commonest cells in the netlist | `36 x nand2_1, 33 x ha_1, 32 x nor2_1` |
| Syn_area_per_cell | `7.087 um2` |
| Crit path max-delay family | `simple AND/OR/NAND/NOR gates` |
| Aoi share | `0.2977` |
power by group through the flow:
stage     registers (uW)  logic (uW)  clock network [uW]
6_report               0         146                   0
5_1_grt                0         160                   0
4_1_cts                0         144                   0
worst min-delay path, stage by stage:
cell and delay, ps:
clkdlybuf4s50_1 520, a22oi_1 220, o41ai_1 140, clkdlybuf4s50_1 410
worst paths after layout:
path        end  depth (start not counted)  slack (ps)
min        Y[0]                          4        6050
max   OFlags[0]                         13        2350
logic make-up (layout without fill, tap and decap cells):
kind of cell / after synthesis / count (layout)
and+or+nand+nor: 153 / 153
adders and majority gates: 36 / 36
xor gates and xnor gates: 11 / 11
muxes: 36 / 36
buffers and inverters: 57 / 93
AOI/OAI and AO/OA: 121 / 121
cell type report:
cell class                 instances  area [um2]  area share
tap                               72       90.09     0.02590
multi-input combinational        357        2668      0.7669
inverter                          32       120.1     0.03453
timing repair buffer              61       600.6      0.1727
routing by layer:
metal / global-route usage / wire, um
met4: 0.07037 / 252
met1: 0.4683 / 4519
met3: 0.03188 / 586
met5: 0 / 0
met2: 0.4939 / 4116
placed cells by master, fill, tap and decap left out, types with 6 or more instances in the layout:
cell	Yosys	routed
nor2_1	32	32
nor2b_1	13	13
xnor2_1	7	7
o211ai_1	6	6
nor3_1	20	20
mux2i_1	27	27
a211oi_1	9	9
nand3_1	10	10
o21bai_1	6	6
o22ai_1	7	7
inv_1	30	30
or3_1	6	6
nand2_1	36	36
ha_1	33	33
a21oi_1	20	20
clkdlybuf4s50_1	0	57
or4_1	7	7
o21ai_0	15	15
per-stage QoR:
| stage | instances | utilization | setup slack (ps) |
|---|---|---|---|
| 2_1_floorplan | 414 | - | 4005 |
| 3_3_place_gp | 522 | 0.6240 | 2481 |
| 3_5_place_dp | 522 | 0.6240 | 2465 |
| 4_1_cts | 522 | 0.6240 | 2462 |
| 5_1_grt | 522 | 0.6240 | 2193 |
| 6_report | 522 | 0.6240 | 2354 |
Power and IR drop assume default switching activity.
