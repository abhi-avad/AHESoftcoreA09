==> /design/flow/design.v <==
`default_nettype none 
module Register 
#(
	parameter DataWidth = 8)
(
	input wire Clk,					 
	input wire Reset,				 
	input wire LD,					 
	input wire [DataWidth-1:0] DIn,	 
	output reg [DataWidth-1:0] DOut	 
);
always @(negedge Clk) begin
	if (~Reset) begin
		DOut <= {DataWidth{1'b0}};
	end
	else if (~LD) begin
		DOut <= DIn;
	end
end
endmodule
==> /design/flow/run.sh <==
#!/bin/bash
# OpenROAD 26Q1-2900-gdf79404cd8, Yosys 0.63+post, stock flow scripts
make -C /OpenROAD-flow-scripts/flow DESIGN_CONFIG=/design/flow/config.mk WORK_HOME=/design/flow/orfs finish
==> /design/flow/config.mk <==
export PLATFORM = sky130hd
export DESIGN_NAME = Register
export DESIGN_NICKNAME = Register
export VERILOG_FILES = /design/flow/design.v
export SDC_FILE = /design/flow/constraint.sdc
export NUM_CORES = 4
export LEC_CHECK = 1
export CORE_AREA = 10 10 70 70
export DIE_AREA = 0 0 80 80
==> /design/flow/constraint.sdc <==
current_design Register

set clk_period 1.0
set clk_io_pct 0.2

create_clock -name clk0 -period $clk_period [get_ports {Clk}]

set non_clock_inputs [all_inputs -no_clocks]
set_input_delay [expr $clk_period * $clk_io_pct] -clock clk0 $non_clock_inputs
set_output_delay [expr $clk_period * $clk_io_pct] -clock clk0 [all_outputs]
==> job_summary.md <==
### Flow metrics

| Metric | Value |
|---|---|
| Status | `finished with violations` |
| Violated checks | `setup timing` |
| Fraction of layout cells with a size suffix above 1 | `42.9%` |
| CTS sink cnt | `8` |
| Slew at the pin closest to its max-slew limit | `0.132 ns` |
| Critical Path Start | `DOut[5]` |
| PD cells | `1410 nW/µm²` |
| R2r worst-path depth | `3` |
| Worst reg2reg startpoint | `DOut[5]` |
| # IOs | `19` |
| Mapped Avg Cell Area | `around 12 µm²` |
| Synthesized cell area | `305 µm²` |
| Drt via density | `2.77` |
| Clock tree buffer depth | `2` |
| Critical path depth | `1` |
| Worst Path Required | `0.80 ns` |
| CP Launch Type | `flop` |
| Worst Clk Skew | `0 ns` |
| Max VDD drop | `0.222 mV` |
| Yosys Chip Area | `305 µm²` |
| CP top delay family | `flip-flops` |
| Crit path cell chain | `buf_2` |
| I/O Buffers | `18` |
| Clk latency of the worst-skew pair | `0.30 ns` |
| TNS Setup | `-3.31 ns` |
| Largest regs | `DOut (8)` |
| Clock Root Buffer | `clkbuf_4` |
| Synth unique cells | `5` |
| FP Util | `8.94%` |
| Total Die Area | `approximately 6400 µm²` |
| Routed Antenna Nets | `0` |
| Max-slew headroom | `between 90% and 100%` |
| Pins Over Slew Limit | `0` |
| Cell Area, Placed | `559 µm²` |
| GR Util All Layers | `slightly below 3%` |
| Critical path class | `reg -> out` |
| Core Util, Final | `16.7%` |
| H-Tree Level Count | `1` |
| Tool warning count | `36` |
| Hold crit path type | `reg -> reg` |
| Worst Setup EP | `DOut[5]` |
| Final wirelength | `898 µm` |
| Antenna diodes | `0` |
| Die y size | `80 µm` |
| RSZ-0062 raised after global routing | `true` |
| CTS tree | `done` |
| P&R area growth vs syn | `87.3%` |
| Avg WL per Cell | `8.80 µm` |
| R2R Path End | `DOut[5]` |
| Mapped Cells | `26` |
| DRC viols | `0` |
| CP max FO | `2` |
| Synthesized flop and latch total | `8` |
| LEAKAGE | `0.299 nW` |
| Reg with most FFs | `DOut` |
| Slowest cell on the critical path | `dfxtp_2` |
| Final hold viol count | `0` |
| Routability cong. | `around 0.68` |
| Initial antenna violation count | `0` |
| DR vias | `283` |
| YS warnings | `1` |
| Num rows | `21` |
| Synth Seq Share | `52.5%` |
| Worst Hold Slack | `0.501 ns` |
| Largest net degree at the start of global routing | `9` |
| Remaining Overflow, GRT | `0` |
| Finished Cell Area | `~570 µm²` |
| Worst Setup End Kind | `primary output` |
| Core Area | `3420 µm²` |
| Worst-path clk slew | `0.03 ns` |
| Setup slack, reg-to-reg | `0.29 ns` |
| Max Cap Viol | `0` |
| Vias in the first global route | `315` |
| CP arrival | `1.22 ns` |
| Final setup vio count | `8` |
| Die width | `around 80 µm` |
| Max reg flops | `8` |
| Setup ws final | `-0.420 ns` |
| Crit-path max cell delay | `0.31 ns` |
| Place WS | `-0.731 ns` |
| First-pass GRT wire length | `1.44 mm` |
| Num CTS Buffers | `3` |
| Yosys Instances | `26` |
| DRT iter0 DRCs | `6` |
| DRT Pass-1 Iters | `2` |
| CP Buf/Inv Count | `1` |
Yosys cell counts:
cell type  count  area share (%)
buf_6          1             3.7
dfxtp_1        8              52
inv_1          1             1.2
mux2i_1        8              26
nor2b_1        8              16
kinds of logic (layout without fill, tap and decap cells):
logic type	after synthesis	count (layout)	share of synthesized area [%]
DFF	8	8	52.5
and+or+nand+nor	8	8	16.4
muxes	8	8	26.2
buffers and inverters	2	32	4.92
layer usage:
| layer | routed length [µm] | GRT usage [%] | vias up |
|---|---|---|---|
| li1 | - | - | 148 |
| met1 | 330 | 2.21 | 120 |
| met2 | 438 | 4.49 | 13 |
| met3 | 120 | 3.07 | 2 |
| met4 | 9 | 1.58 | 0 |
| met5 | 0 | 0 | - |
report_power, final:
group	internal (W)	switching (W)	total [W]
Clock	0.000180	0.000175	0.000355
Sequential	0.000345	0.00000790	0.000353
Combinational	0.0000691	0.0000319	0.000101
Total	0.000594	0.000215	0.000808
worst min-delay path by stage:
stage                    from  endpoint  slack [ns]  cells past startpoint
after CTS             DOut[3]   DOut[3]        0.50                      2
after global routing  DOut[1]   DOut[1]        0.53                      2
final                 DOut[3]   DOut[3]        0.50                      2
cell type report:
type	instances	area (µm²)
Timing Repair Buffer	21	161
Clock buffer	3	22.5
Clock inverter	8	30.0
Multi-Input combinational cell	16	130
Tap cell	46	57.6
Sequential cell	8	170
Fill cell	393	2840
metrics by stage:
stage          cells  power [W]
6_report         102   0.000808
5_1_grt          102   0.000900
4_1_cts          101   0.000838
3_5_place_dp      91   0.000540
3_3_place_gp      91   0.000538
2_1_floorplan     26   0.000449
worst min-delay path: stages (launching register included):
cell	delay [ns]
dfxtp_2	0.31
mux2i_1	0.06
nor2b_1	0.09
repair_timing:
action	CTS	global route
hold buffers	0	0
hold endpoints to repair	0	0
gates cloned	0	0
resized	45	3
setup buffers	0	1
endpoints found under the setup margin	16	14
Power is estimated from default activity; no workload was simulated.
